### design/flow/config.mk
export PLATFORM = sky130hd
export DESIGN_NAME = cla
export DESIGN_NICKNAME = cla
export VERILOG_FILES = /design/flow/design.v
export SDC_FILE = /design/flow/constraint.sdc
export NUM_CORES = 4
export LEC_CHECK = 1
export CORE_AREA = 10 10 92 92
export DIE_AREA = 0 0 102 102
### design/flow/constraint.sdc
current_design cla

set clk_period 7.1
set clk_io_pct 0.2

create_clock -name clk0 -period $clk_period

set non_clock_inputs [all_inputs -no_clocks]
set_input_delay [expr $clk_period * $clk_io_pct] -clock clk0 $non_clock_inputs
set_output_delay [expr $clk_period * $clk_io_pct] -clock clk0 [all_outputs]
### design/flow/design.v
`timescale 1ns / 1ps
module gp1(input wire a, b,
           output wire g, p);
   assign g = a & b;
   assign p = a | b;
endmodule
module gp4(input wire [3:0] gin, pin,
           input wire cin,
           output wire gout, pout,
           output wire [2:0] cout);
   assign gout = gin[3] | (pin[3] & gin[2]) | (pin[3] & pin[2] & gin[1]) | (pin[3] & pin[2] & pin[1] & gin[0]);
   assign pout = pin[3] & pin[2] & pin[1] & pin[0];
   assign cout[0] = gin[0] | (pin[0] & cin);
   assign cout[1] = gin[1] | (pin[1] & gin[0]) | (pin[1] & pin[0] & cin);
   assign cout[2] = gin[2] | (pin[2] & gin[1]) | (pin[2] & pin[1] & gin[0]) | (pin[2] & pin[1] & pin[0] & cin);
endmodule
module gp8(input wire [7:0] gin, pin,
           input wire cin,
           output wire gout, pout,
           output wire [6:0] cout);
   assign gout = gin[7] | (pin[7] & gin[6]) | (pin[7] & pin[6] & gin[5]) | 
                  (pin[7] & pin[6] & pin[5] & gin[4]) | 
                  (pin[7] & pin[6] & pin[5] & pin[4] & gin[3]) | 
                  (pin[7] & pin[6] & pin[5] & pin[4] & pin[3] & gin[2]) | 
                  (pin[7] & pin[6] & pin[5] & pin[4] & pin[3] & pin[2] & gin[1]) |
                  (pin[7] & pin[6] & pin[5] & pin[4] & pin[3] & pin[2] & pin[1] & gin[0]);
    assign pout = pin[7] & pin[6] & pin[5] & pin[4] & pin[3] & pin[2] & pin[1] & pin[0];
    assign cout[0] = gin[0] | (pin[0] & cin);
    assign cout[1] = gin[1] | (pin[1] & gin[0]) | (pin[1] & pin[0] & cin);
    assign cout[2] = gin[2] | (pin[2] & gin[1]) | (pin[2] & pin[1] & gin[0]) | (pin[2] & pin[1] & pin[0] & cin);
    assign cout[3] = gin[3] | (pin[3] & gin[2]) | (pin[3] & pin[2] & gin[1]) | 
                     (pin[3] & pin[2] & pin[1] & gin[0]) | (pin[3] & pin[2] & pin[1] & pin[0] & cin);
    assign cout[4] = gin[4] | (pin[4] & gin[3]) | (pin[4] & pin[3] & gin[2]) | 
                     (pin[4] & pin[3] & pin[2] & gin[1]) | (pin[4] & pin[3] & pin[2] & pin[1] & gin[0]) |
                     (pin[4] & pin[3] & pin[2] & pin[1] & pin[0] & cin);
    assign cout[5] = gin[5] | (pin[5] & gin[4]) | (pin[5] & pin[4] & gin[3]) | 
                     (pin[5] & pin[4] & pin[3] & gin[2]) | (pin[5] & pin[4] & pin[3] & pin[2] & gin[1]) | 
                     (pin[5] & pin[4] & pin[3] & pin[2] & pin[1] & gin[0]) |
                     (pin[5] & pin[4] & pin[3] & pin[2] & pin[1] & pin[0] & cin);
    assign cout[6] = gin[6] | (pin[6] & gin[5]) | (pin[6] & pin[5] & gin[4]) | 
                     (pin[6] & pin[5] & pin[4] & gin[3]) | (pin[6] & pin[5] & pin[4] & pin[3] & gin[2]) | 
                     (pin[6] & pin[5] & pin[4] & pin[3] & pin[2] & gin[1]) |
                     (pin[6] & pin[5] & pin[4] & pin[3] & pin[2] & pin[1] & gin[0]) |
                     (pin[6] & pin[5] & pin[4] & pin[3] & pin[2] & pin[1] & pin[0] & cin);
endmodule
`timescale 1ns / 1ps
module cla (
  input wire [31:0]  a, b,
  input wire         cin,
  output wire [31:0] sum
);
  wire [31:0] g, p;
  generate
    genvar i;
    for (i = 0; i < 32; i = i + 1) begin : gp1_loop
      gp1 u_gp1 (
        .a(a[i]),
        .b(b[i]),
        .g(g[i]),
        .p(p[i])
      );
    end
  endgenerate
  wire [3:0] G_block, P_block;
  wire [3:0] c_in_block;
  wire [6:0] cout_block0, cout_block1, cout_block2, cout_block3;
  gp8 block0 (
    .gin(g[7:0]),
    .pin(p[7:0]),
    .cin(c_in_block[0]),
    .gout(G_block[0]),
    .pout(P_block[0]),
    .cout(cout_block0)
  );
  gp8 block1 (
    .gin(g[15:8]),
    .pin(p[15:8]),
    .cin(c_in_block[1]),
    .gout(G_block[1]),
    .pout(P_block[1]),
    .cout(cout_block1)
  );
  gp8 block2 (
    .gin(g[23:16]),
    .pin(p[23:16]),
    .cin(c_in_block[2]),
    .gout(G_block[2]),
    .pout(P_block[2]),
    .cout(cout_block2)
  );
  gp8 block3 (
    .gin(g[31:24]),
    .pin(p[31:24]),
    .cin(c_in_block[3]),
    .gout(G_block[3]),
    .pout(P_block[3]),
    .cout(cout_block3)
  );
  assign c_in_block[0] = cin;
  assign c_in_block[1] = G_block[0] | (P_block[0] & cin);
  assign c_in_block[2] = G_block[1] | (P_block[1] & G_block[0]) | (P_block[1] & P_block[0] & cin);
  assign c_in_block[3] = G_block[2] | (P_block[2] & G_block[1]) | 
                         (P_block[2] & P_block[1] & G_block[0]) | 
                         (P_block[2] & P_block[1] & P_block[0] & cin);
  assign sum[0]   = a[0]  ^ b[0]  ^ c_in_block[0];
  assign sum[1]   = a[1]  ^ b[1]  ^ cout_block0[0];
  assign sum[2]   = a[2]  ^ b[2]  ^ cout_block0[1];
  assign sum[3]   = a[3]  ^ b[3]  ^ cout_block0[2];
  assign sum[4]   = a[4]  ^ b[4]  ^ cout_block0[3];
  assign sum[5]   = a[5]  ^ b[5]  ^ cout_block0[4];
  assign sum[6]   = a[6]  ^ b[6]  ^ cout_block0[5];
  assign sum[7]   = a[7]  ^ b[7]  ^ cout_block0[6];
  assign sum[8]   = a[8]  ^ b[8]  ^ c_in_block[1];
  assign sum[9]   = a[9]  ^ b[9]  ^ cout_block1[0];
  assign sum[10]  = a[10] ^ b[10] ^ cout_block1[1];
  assign sum[11]  = a[11] ^ b[11] ^ cout_block1[2];
  assign sum[12]  = a[12] ^ b[12] ^ cout_block1[3];
  assign sum[13]  = a[13] ^ b[13] ^ cout_block1[4];
  assign sum[14]  = a[14] ^ b[14] ^ cout_block1[5];
  assign sum[15]  = a[15] ^ b[15] ^ cout_block1[6];
  assign sum[16]  = a[16] ^ b[16] ^ c_in_block[2];
  assign sum[17]  = a[17] ^ b[17] ^ cout_block2[0];
  assign sum[18]  = a[18] ^ b[18] ^ cout_block2[1];
  assign sum[19]  = a[19] ^ b[19] ^ cout_block2[2];
  assign sum[20]  = a[20] ^ b[20] ^ cout_block2[3];
  assign sum[21]  = a[21] ^ b[21] ^ cout_block2[4];
  assign sum[22]  = a[22] ^ b[22] ^ cout_block2[5];
  assign sum[23]  = a[23] ^ b[23] ^ cout_block2[6];
  assign sum[24]  = a[24] ^ b[24] ^ c_in_block[3];
  assign sum[25]  = a[25] ^ b[25] ^ cout_block3[0];
  assign sum[26]  = a[26] ^ b[26] ^ cout_block3[1];
  assign sum[27]  = a[27] ^ b[27] ^ cout_block3[2];
  assign sum[28]  = a[28] ^ b[28] ^ cout_block3[3];
  assign sum[29]  = a[29] ^ b[29] ^ cout_block3[4];
  assign sum[30]  = a[30] ^ b[30] ^ cout_block3[5];
  assign sum[31]  = a[31] ^ b[31] ^ cout_block3[6];
endmodule
### design/flow/run.sh
#!/bin/bash
# OpenROAD 26Q1-2900-gdf79404cd8, Yosys 0.63+post, stock flow scripts
make -C /OpenROAD-flow-scripts/flow DESIGN_CONFIG=/design/flow/config.mk WORK_HOME=/design/flow/orfs finish
==> summary.txt <==
RSZ-0062 raised after global routing = no
Area Growth Syn to Fin = 51.3%
Req. time, crit path = 5.68 ns
Tmin final = 6.03 ns
Core ar. = 6460 sq um
Die height = 102 um
Mean area per synthesized cell = 7.43 sq um
Final Hold Vio Count = 0
Final setup viols = 0
DIE WIDTH = 102 um
Critical path endpoint = sum[25]
Crit-path max FO = 6
Initial antenna violation count = 0
Actual slew at the worst max-slew pin = 0.759 ns
Synth Warn # = 0
CP dominant cell by count = clkdlybuf4s50_1
1st-iter DRT viols = 24
Registers = 0
Buffers on Ports = 97
Top cells by area = ha_1 37%, inv_1 16%, xnor2_1 5.9%, xor2_1 5.5%, a21oi_1 5.3%
Yosys top cell area share = 37.3%
CP Class = input port to output pin
Worst endpoint data arrival time = 4.61 ns
Fp util = 32.2%
HP Class = input port to output pin
Pin count of the biggest net entering global routing = 7
Via count = 1,942
Placed instance area = 3150 sq um
Leakage = 1.60 nW
Global route overflow = 0
Logic area = 1750 sq um
WL final = 5.21 mm
DR DRC count = 0
# Cells Yosys = 280
CP max stage delay = 0.49 ns
Global-route usage over all layers = 9.72%
YS chip area = 2080 sq um
Max-slew headroom = 48.9%
First-pass GRT wire length = 8.63 mm
Total die size = 10,400 sq um
PostCTS Resize Cnt = 0
Critical Path Start = a[1]
Vias/cell = 4.28
Layout cells sized above 1 = 2.65%
Yosys top cell by area = ha_1
Hold_buf cts = 0
Clkbuf count = 0
Gate Count Post-Synth = 280
Sequential share of the synthesized area = 0%
Slowest CP cell = clkdlybuf4s50_1
Cycle use final = 84.9%
Max Freq = 0.166 GHz
Commonest Layout Cell = clkdlybuf4s50_1
Most numerous logic cells after layout = 97 x clkdlybuf4s50_1, 88 x inv_1, 62 x ha_1, 22 x a21oi_1
Max cap viols = 0
Crit path capture type = output pin
Worst vdd rail ir drop = 51.1 uV
Post-DP HPWL = 4.88 mm
Fillers = 614
Final worst slack = 1.07 ns
Pins Over Slew Limit = 0
Library cells used by synthesis = 41
Cell Rows = 29
Antenna Cells = 0
Postcts setup bufs = 0
Number of global-route vias before repair = 1,926
Total negative setup slack = 0 ns
RePlAce Congestion = 0.813
CP cell instances = clkdlybuf4s50_1, inv_1, ha_1, or3_1, o22ai_2, a311oi_4, o41ai_4, a31oi_1, fa_1, xnor2_1, clkdlybuf4s50_1
First-pass iteration count of the detailed router = 4
Antenna-violating nets left = 0
Status = complete, no violations
Worst slack at placement = 1.05 ns
I/O pin count = 97
Tool Warnings = 67
DR WL/cell = 11.5 um
FF/Latch Area = 0 sq um
CP startpoint kind = input port
Post-Syn Area = 2080 sq um
Finished Cell Area = 3150 sq um
Pwr dens = 79.5 nW/um^2
logic make-up after synthesis:
| kind of cell | synth area share [%] |
|---|---|
| adder cells (fa/ha/maj) | 41.2 |
| AND/OR/NAND/NOR | 11.7 |
| buffers and inverters | 15.9 |
| XOR/XNOR | 11.4 |
| AND-OR/OR-AND | 19.9 |
cell usage after synthesis, types with 2 or more instances:
master,number
a31oi_1,5
nand2_1,8
a21oi_1,22
or4_1,2
xnor2_1,14
inv_1,88
or3_1,2
nor4_1,3
o21bai_1,7
xor2_1,13
nor3_1,4
o31ai_1,2
ha_1,62
nor2_1,14
nor2b_1,3
nand2b_1,2
and2_1,2
fa_1,4
through the flow:
step                      hold WS, ns  util (%)  instances  power [mW]
after floorplan                  2.99         -        280       0.109
after global routing             3.94      48.7        454       0.281
after CTS                        3.90      48.7        454       0.256
after detailed placement         3.90      48.7        454       0.254
after global placement           3.90      48.7        454       0.254
final                            3.89      48.7        454       0.250
power by group:
| part | total (mW) | leakage [nW] | switching [mW] | internal [mW] |
|---|---|---|---|---|
| Combinational | 0.250 | 1.60 | 0.0915 | 0.159 |
| Sequential | 0 | 0 | 0 | 0 |
| Clock | 0 | 0 | 0 | 0 |
| Total | 0.250 | 1.60 | 0.0915 | 0.159 |
routing by layer:
layer,track usage (%),routed length [um],vias to the layer above
met4,0,0,0
li1,-,-,1084
met1,12.5,2380,815
met3,2.86,454,0
met5,0,0,-
met2,16.7,2380,43
cell type report:
class	instances	share of cell area, %
Inverter	88	10.5
Timing Repair Buffer	97	30.9
Multi-Input combinational cell	192	55.6
Tap cell	77	3.06
how the worst min path moves through the flow:
stage	slack [ns]	from	cells after the start	end
after CTS	3.90	a[31]	4	sum[31]
after global routing	3.94	a[31]	4	sum[31]
final	3.89	a[31]	4	sum[31]
critical path: cells and delay by family:
| kind | cells | cell delay (ns) |
|---|---|---|
| buffers and inverters | 3 | 1.02 |
| XOR/XNOR | 1 | 0.17 |
| AND/OR/NAND/NOR | 1 | 0.38 |
| adder cells (fa/ha/maj) | 2 | 0.62 |
| AND-OR/OR-AND | 4 | 1.01 |
Power is estimated from default activity; no workload was simulated.
